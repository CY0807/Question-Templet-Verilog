$ cat config.mk
export PLATFORM = sky130hd
export DESIGN_NAME = Ram_Sig
export DESIGN_NICKNAME = Ram_Sig
export VERILOG_FILES = /design/flow/design.v
export SDC_FILE = /design/flow/constraint.sdc
export NUM_CORES = 4
export LEC_CHECK = 1
export CORE_UTILIZATION = 30
$ cat constraint.sdc
current_design Ram_Sig

set clk_period 3.3
set clk_io_pct 0.2

create_clock -name clk0 -period $clk_period [get_ports {clk}]

set non_clock_inputs [all_inputs -no_clocks]
set_input_delay [expr $clk_period * $clk_io_pct] -clock clk0 $non_clock_inputs
set_output_delay [expr $clk_period * $clk_io_pct] -clock clk0 [all_outputs]
$ cat design.v
module Ram_Sig
#(
  parameter WIDTH = 8,
  parameter DEPTH = 128
)
(
  input  wire                       clk      ,
  input  wire                       rst_n    ,
  input  wire                       wren     ,
  input  wire [WIDTH-1:0]           data_in  ,
  input  wire [$clog2(DEPTH)-1:0]   addr     ,
  output wire [WIDTH-1:0]           data_out
);
reg [WIDTH-1:0] mem [DEPTH-1:0];
reg [WIDTH-1:0] data_rd;
reg wren_r;
always@(posedge clk or negedge rst_n) begin
  if(!rst_n) begin
    data_rd <= 0;
  end
  else if(!wren) begin
    data_rd <= mem[addr];
  end
end
always@(posedge clk) begin
  if(wren) begin
    mem[addr] <= data_in;
  end
end
assign data_out = data_rd;
endmodule
$ cat run.sh
#!/bin/bash
# OpenROAD 26Q1-2900-gdf79404cd8, Yosys 0.63+post, stock flow scripts
make -C /OpenROAD-flow-scripts/flow DESIGN_CONFIG=/design/flow/config.mk WORK_HOME=/design/flow/orfs finish
==> summary.txt <==
clk latency late pin -> 0.69 ns
CP max-delay cell -> a222oi_1
Seq share, synth -> 76.1%
Cell Area, Synth -> 40700 um^2
Hold Fails Final Rpt -> 0
CTS Buf Count -> 101
drt first pass iters -> 6
adder share -> 0%
DR DRC count -> 0
critical path, cell by cell -> buf_8 -> buf_4 -> mux2_2 -> a221o_1 -> a222oi_1 -> o22ai_1 -> a311oi_1 -> buf_4 -> and4bb_1 -> a32oi_1
Top cells excl fill/tap -> edfxtp_1, buf_4, nor2_1, mux2i_1, clkbuf_16
CTS tree -> yes
fmax -> 336 MHz
R2R Path Start -> mem[7][2]$_DFFE_PP_
max_slew headroom -> 47.9%
post-synthesis mux area share -> 9.02%
P&R area growth vs syn -> 19.8%
Routed WL -> 124 mm
GRT Total Usage -> 19.4%
Cell Rows -> 134
share of layout cells above drive strength 1 -> 24.2%
Via Count -> 23800
initial core utilization -> 30.4%
initial antenna violation count -> 4
Core ar. -> 134000 um^2
Post-Syn Instances -> 2318
crit-path most repeated cell -> buf_4
vias in the first global route -> 24500
outcome -> completed
Log Warnings -> 28
CP Class -> input pin to flop
Critical Path Stages -> 10
first-pass GRT wire length -> 178 mm
Final Skew -> 0.0330 ns
vias per cell -> 5.26
chip area -> 137000 um^2
MaxCap Viol Count -> 0
Simple-Gate Area Share -> 3.66%
Buf+Inv Stages, Crit Path -> 3
pin count of the biggest net entering global routing -> 129
Ports -> 26
Hold-fix buffers, CTS -> 0
Critical Path Max Stage Delay -> 0.53 ns
DP Area -> 45500 um^2
clock sinks -> 1032
Yosys cell types -> 69
endpoint type of the worst setup path -> flop
cycle use final -> 90.3%
initial detailed-routing violation count -> 1944
IR drop worst, VDD -> 0.488 mV
Top non-seq family -> multiplexers
gpl congestion -> 1.01
most frequent logic cell in the layout -> edfxtp_1
ys async rst share -> 0.775%
yosys stat chip area -> 40700 um^2
Reg2Reg Setup Slack -> 0.51 ns
maximum fanout along the worst path -> 27
post-CTS setup buffers -> 0
average cell area after synthesis -> 17.5 um^2
Routed Antenna Nets -> 0
Fillers -> 12300
Final WS setup -> 0.320 ns
Main synth FF type -> edfxtp_1
Max Slew Vio Count -> 0
Tmin final -> 2.98 ns
Top Family by Delay on Critical Path -> AND-OR/OR-AND gates
wire per inst -> 27.5 um
R2R Path End -> data_rd[2]$_DFFE_PN0N_
yosys warning tally -> 1
final setup fails -> 0
Diodes inserted -> 0
Registers, synthesis -> 1032
DIE WIDTH -> 370 um
# port buffers -> 25
post-route cell area -> 48700 um^2
Startpoint Class -> input pin
Post-synth EDFFs -> 1024
Worst Hold Class -> input pin to asynchronous set/reset pin
dpl ws -> -0.210 ns
Worst-Margin Slew -> 0.762 ns
xor+xnor area frac -> 0%
R2R cell count -> 8
Leak Pwr -> 16.1 nW
Die H -> 370 um
Overall Power -> 27.6 mW
yosys aoi share -> 8.84%
grt ovf -> 0
RSZ-0062 raised after global routing -> no
clock buffer depth -> 3
Yosys Instances -> 2318
Req. time, crit path -> 3.85 ns
H-tree depth -> 3
PostCTS Resize Cnt -> 0
PD cells -> 567 nW/um^2
root buf cell -> clkbuf_16
post-layout util -> 36.4%
Arr. time, crit path -> 3.53 ns
clock-pin slew on the worst setup and hold paths -> 0.06 ns
Detailed Place HPWL -> 81.3 mm
[cell type report]
cell class	instances	area (um^2)	share of cell area, %
repair buffers	400	3510	7.21
clock buffers	129	2700	5.54
well taps	1768	2210	4.54
flip-flops and latches	1032	30900	63.6
clock inverters	58	499	1.03
inverters	10	37.5	0.0771
multi-input cells	1120	8790	18.1
[cell families (layout without fill, tap and decap cells)]
group / Yosys count / count (layout)
flip-flops: 1032 / 1032
multiplexers: 287 / 287
AND-OR/OR-AND: 484 / 484
buffers and inverters: 166 / 597
AND/OR/NAND/NOR: 349 / 349
[how the worst max path moves through the flow]
stage	startpoint	to	slack [ns]
4_1_cts	addr[0]	data_rd[2]$_DFFE_PN0N_	0.49
5_1_grt	addr[0]	data_rd[2]$_DFFE_PN0N_	0.36
6_report	addr[0]	data_rd[2]$_DFFE_PN0N_	0.32
[registers in the layout (all words and copies together) (netlist names)]
signal,count
mem,1024
data_rd,8
[synthesized netlist by cell type (9+ instances only)]
cell | n | share of area, %
o22ai_1 | 51 | 0.78
o221ai_1 | 9 | 0.19
mux2_2 | 46 | 1.3
nand3_1 | 14 | 0.17
a21oi_1 | 70 | 0.86
a221o_1 | 19 | 0.47
mux4_2 | 58 | 3.2
nor2b_1 | 15 | 0.23
a221oi_1 | 88 | 1.9
o21ai_0 | 60 | 0.74
buf_6 | 18 | 0.50
buf_4 | 31 | 0.57
a22o_1 | 19 | 0.41
buf_2 | 70 | 0.86
o2bb2ai_1 | 13 | 0.28
a211oi_1 | 12 | 0.22
nand2_1 | 79 | 0.73
nor3_1 | 13 | 0.16
clkbuf_1 | 32 | 0.30
a22oi_1 | 76 | 1.4
mux2i_1 | 178 | 4.4
edfxtp_1 | 1024 | 76
nor2_1 | 192 | 1.8
[where the power goes]
group          switching [mW]  internal, mW
clock network            4.86          6.33
registers              0.0534          14.5
logic                    1.22         0.651
[layer usage]
layer / part of all wire, % / vias to the layer above / GRT usage (%)
li1: - / 10200 / -
met1: 36 / 11800 / 24.8
met2: 45 / 1473 / 27.7
met3: 15 / 272 / 12.4
met4: 4.1 / 12 / 6.02
met5: 0.11 / - / 0.594
[through the flow]
step / hold slack (ns) / cells / TNS, ns
floorplan: 0.364 / 2318 / 0
global placement: 0.605 / 4330 / -0.451
detailed placement: 0.597 / 4330 / -0.365
CTS: 0.357 / 4517 / 0
global route: 0.408 / 4517 / 0
finish: 0.410 / 4517 / 0
No activity file was given, so power comes from the tool's default toggle rates.
