## ./design.v

```verilog
module Fifo_Bypass
#(
  WIDTH=8,
  DEPTH=128
)
(
  input                       clk           ,
  input                       rst_n         ,
  input                       wr_en         ,
  input   [WIDTH-1:0]         wr_data       ,
  input                       rd_en         ,
  output  [WIDTH-1:0]         rd_data       ,
  output                      empty         ,
  output                      almostempty   ,
  output                      full          ,
  output                      almostfull    ,
  output  [$clog2(DEPTH):0]   data_cnt
);
wire wr_en_fifo, rd_en_fifo, rd_bypass;
wire [WIDTH-1:0] rd_data_fifo;
assign rd_bypass = rd_en && wr_en && empty;
assign wr_en_fifo = wr_en && !rd_bypass;
assign rd_en_fifo = rd_en && !rd_bypass;
assign rd_data = rd_bypass ? wr_data : rd_data_fifo;
Fifo_Sync 
#(
  .WIDTH(WIDTH),
  .DEPTH(DEPTH)
)
Fifo_Sync_inst
(
  .clk         (clk          ),
  .rst_n       (rst_n        ),
  .wr_en       (wr_en_fifo   ),
  .wr_data     (wr_data      ),
  .rd_en       (rd_en_fifo   ),
  .rd_data     (rd_data_fifo ),
  .empty       (empty        ),
  .almostempty (almostempty  ),
  .full        (full         ),
  .almostfull  (almostfull   ),
  .data_cnt    (data_cnt     )  
);
endmodule
module Fifo_Sync 
# 
(
  parameter WIDTH=8,
  parameter DEPTH=128
)
(
  input                       clk         ,
  input                       rst_n       ,
  input                       wr_en       ,
  input   [WIDTH-1:0]         wr_data     ,
  input                       rd_en       ,
  output  [WIDTH-1:0]         rd_data     ,
  output                      empty       ,
  output                      almostempty ,
  output                      full        ,
  output                      almostfull  ,
  output  [$clog2(DEPTH):0]   data_cnt
);
localparam ALMOST_EMPTY=1;       
localparam ALMOST_FULL=DEPTH-1;  
reg [WIDTH-1:0] wr_data_reg;
reg [$clog2(DEPTH)-1:0] wPtr;
reg [$clog2(DEPTH)-1:0] rPtr;
reg [$clog2(DEPTH):0] cnt;
wire fifoWrValid;
wire fifoRdValid;
assign empty = cnt == 0 ? 1:0;
assign almostempty = cnt <= ALMOST_EMPTY ? 1:0;
assign full = cnt == DEPTH ? 1:0;
assign almostfull = cnt >= ALMOST_FULL ? 1:0;
assign fifoWrValid = !full & wr_en;
assign fifoRdValid = !empty & rd_en;
assign data_cnt = cnt;
Ram
#( 
  .WIDTH(WIDTH),
  .DEPTH(DEPTH)
)
Ram_inst
(
  .clk       (clk         ),     
  .wr_en     (fifoWrValid ),
  .wr_addr   (wPtr        ),
  .wr_data   (wr_data     ),
  .rd_addr   (rPtr        ),
  .rd_data   (rd_data     )
);
always @ (posedge clk or negedge rst_n) begin
  if (!rst_n) begin
    wPtr <= 0;
  end
  else if (fifoWrValid) begin
    wPtr <= wPtr + 1'b1;
    if (wPtr == DEPTH-1) begin
      wPtr <= 0;
    end
  end
end
always @ (posedge clk or negedge rst_n) begin
  if (!rst_n) begin
    rPtr <= 0;
  end
  else if (fifoRdValid) begin
    rPtr <= rPtr + 1'b1;  
    if (rPtr == DEPTH-1) begin
      rPtr <= 0;
    end
  end
end  
always @ (posedge clk or negedge rst_n) begin
  if (!rst_n) begin
    cnt <= 0;
  end
  else if (fifoWrValid & !fifoRdValid) begin
    cnt <= cnt+1;
  end
  else if (fifoRdValid & !fifoWrValid) begin
    cnt <= cnt-1;
  end
end
endmodule 
module Ram 
#(
  parameter WIDTH=8,
  parameter DEPTH=128
)
(
  input                        clk       ,
  input                        wr_en     ,            
  input   [$clog2(DEPTH)-1:0]  wr_addr   ,
  input   [WIDTH-1:0]          wr_data   ,
  input   [$clog2(DEPTH)-1:0]  rd_addr   ,
  output  [WIDTH-1:0]          rd_data
);
reg [WIDTH-1:0] mem [0:DEPTH-1];
reg [WIDTH-1:0] rd_data_reg;
always@(posedge clk) begin
  if(wr_en) begin
    mem[wr_addr] <= wr_data;
  end
end
always @(posedge clk) begin
  rd_data_reg <= mem[rd_addr];
end
assign rd_data = rd_data_reg;
endmodule
```

## ./run.sh

```bash
#!/bin/bash
# OpenROAD 26Q1-2900-gdf79404cd8, Yosys 0.63+post, stock flow scripts
make -C /OpenROAD-flow-scripts/flow DESIGN_CONFIG=/design/flow/config.mk WORK_HOME=/design/flow/orfs finish
```

## ./config.mk

```make
export PLATFORM = sky130hd
export DESIGN_NAME = Fifo_Bypass
export DESIGN_NICKNAME = Fifo_Bypass
export VERILOG_FILES = /design/flow/design.v
export SDC_FILE = /design/flow/constraint.sdc
export NUM_CORES = 4
export LEC_CHECK = 1
export CORE_UTILIZATION = 30
```

## ./constraint.sdc

```tcl
current_design Fifo_Bypass

set clk_period 30.0
set clk_io_pct 0.2

create_clock -name clk0 -period $clk_period [get_ports {clk}]

set non_clock_inputs [all_inputs -no_clocks]
set_input_delay [expr $clk_period * $clk_io_pct] -clock clk0 $non_clock_inputs
set_output_delay [expr $clk_period * $clk_io_pct] -clock clk0 [all_outputs]
```

==> results.txt <==
Summary of the current implementation state.

- Static timing analysis puts the maximum clock frequency at 0.07190 GHz.
- The global route stage reports its total congestion overflow as 0.
- The synthesized netlist occupies a cell area of 0.04152 mm^2.
- TritonRoute output was used to compute an average wire per cell of 24.60 um.
- The share of the cycle needed by the critical path after routing is 0.4636, for reference.
- Post-CTS repair ended up resizing 0 cells.
- The number of antenna diodes in the final layout is 0.
- The longest clock path from root to sink contains 3 buffers.
- The number of detailed-route iterations in the first pass is 5, for reference.
- In the synthesis report, Yosys lists the chip area as 0.04152 mm^2.
- The number of buffers created by CTS is 96, for reference.
- The run finished with clean final reports.
- According to the timing report, the arrival time at the worst endpoint equals 7.91 ns.
- The number of setup violations in the final report is 0, for reference.
- The maximum ir drop on the vdd rail is 0.06269 mV, for reference.
- The buffers inserted during post-CTS setup optimization is 0, for reference.
- The layout report lists the combined flip-flop and latch area as 0.03147 mm^2.
- The number of remaining DRC errors is 0, for reference.
- The vertical die dimension reported for this design is 374.0 um.
- The worst setup path is launched from a primary input.
- Measured along the x axis, the die boundary spans 374.0 um.
- The max-slew violation count is 0, for reference.
- The worst slew margin relative to its limit is 0.2414, for reference.
- The layout cell share with drive strength beyond 1 is 0.1996, for reference.
- The register with the most flip-flops in the layout has 1024 of them.
- The detailed placer's ending HPWL is 62590 um, for reference.
- OpenROAD emitted warnings numbering 33.
- The combinational gate area is 0.009295 mm^2, for reference.
- The count of flip-flops with a built-in enable after synthesis is 1024, for reference.
- After synthesis the netlist holds a flip-flop and latch count of 1054.
- The final hold violation count is 0, for reference.
- The count of input and output buffers is 31, for reference.
- Looking at the clock tree report, the H-tree level count equals 3.
- Summed over all routing layers, the global router reports a total usage of 0.1531.
- The total power divided by cell area is 84.31 mW/mm^2, for reference.
- In this run the layout overhead on the synthesized area is reported as 12.95%.
- The average vias per placed instance is 5.039, for reference.
- The clock skew after layout is 0.03926 ns, for reference.
- The proportion of synthesized chip area in sequential cells is 0.7577, for reference.
- The initial antenna violation count was 0.
- The vias after detailed routing is 20374, for reference.
- Data on the critical path is required at its endpoint by 24.00 ns.
- The mean instance size in the synthesized netlist is 19.73 um^2, for reference.
- The root buffer cell chosen for the clock tree is sky130_fd_sc_hd__clkbuf_16.
- The DRC violation total after the first TritonRoute iteration is 1354, for reference.
- The total wirelength of the detailed-routed design is 99480 um, for reference.
- The floorplan has 136 rows.
- The leakage component of the power is 0.01447 uW, for reference.
- The worst-skew pair later-pin latency is 0.71 ns, for reference.
- The synthesized netlist handed to floorplanning was reported with a cell count of 2104.
- STA lists the maximum fanout along the critical path as 8.
- The synthesis report lists the Yosys warning total as 2.
- The final layout reports a setup TNS of 0 ns.
- Per the post-CTS timing run, clock transition at the registers of the reported paths is 0.06 ns.
- According to the floorplan report, the placeable core area is 0.1373 mm^2.
- The via count of the first global-routing pass is 22386.
- The primary flip-flop cell chosen by synthesis mapping is sky130_fd_sc_hd__edfxtp_1, for reference.
- The clock net in this run drives a total of 1054 sinks.
- The number of distinct standard cells referenced by the synthesized netlist is 72, for reference.
- The pin closest to its max-slew limit shows a slew of 1.134 ns.
- Setup slack closes at 16.09 ns.
- The number of ports placed on the die boundary is 32, for reference.
- The critical path class is in2out, for reference.
- The worst min-delay path class is reg2reg, for reference.
- The global-route wire length before repair is 148500 um, for reference.
- The shortest period the worst path allows is 13.91 ns, for reference.
- The remaining number of nets flagged by the antenna check after routing is 0, for reference.
- The fill cell total of the finished layout is 12452, for reference.
- The number of violations of the max-capacitance limit is 0, for reference.
- The number of buffers inserted for hold repair after clock tree synthesis is 0, for reference.
- Setup repair after global routing left no endpoint under its margin.
- Yosys reported that registers with async set or reset make up 0.02087.
- Per the Yosys statistics, synthesis produced 2104 cells.
- The placer congestion estimate is 0.8920, for reference.
- The starting utilization of the core area is 0.3024, for reference.
- The kind of end point of the critical path is an output port, for reference.
- TritonCTS built the clock tree.
- The minimum setup slack after placement is 16.05 ns, for reference.
- Entering global routing, the biggest net connects 123 pins.
- The die area is 0.1399 mm^2, for reference.
layout make-up:
class | instances | share of cell area
clock buffer | 114 | 0.05331
clock inverter | 63 | 0.01278
inverter | 10 | 0.0008004
multi-input combinational | 921 | 0.1982
sequential | 1054 | 0.6711
tap | 1794 | 0.04786
timing repair buffer | 87 | 0.01595
cell usage after synthesis (5+ instances only):
| cell type | instances | area share |
|---|---|---|
| sky130_fd_sc_hd__edfxtp_1 | 1024 | 0.74 |
| sky130_fd_sc_hd__mux4_2 | 189 | 0.10 |
| sky130_fd_sc_hd__nor2_1 | 159 | 0.014 |
| sky130_fd_sc_hd__mux2i_1 | 133 | 0.032 |
| sky130_fd_sc_hd__nand2_1 | 71 | 0.0064 |
| sky130_fd_sc_hd__buf_2 | 40 | 0.0048 |
| sky130_fd_sc_hd__a22oi_1 | 36 | 0.0065 |
| sky130_fd_sc_hd__clkbuf_1 | 35 | 0.0032 |
| sky130_fd_sc_hd__mux2_2 | 33 | 0.0089 |
| sky130_fd_sc_hd__a21oi_1 | 27 | 0.0033 |
| sky130_fd_sc_hd__buf_4 | 26 | 0.0047 |
| sky130_fd_sc_hd__nand3_1 | 26 | 0.0031 |
| sky130_fd_sc_hd__a211oi_1 | 25 | 0.0045 |
| sky130_fd_sc_hd__dfrtp_1 | 22 | 0.013 |
| sky130_fd_sc_hd__nor2b_1 | 22 | 0.0033 |
| sky130_fd_sc_hd__o22ai_1 | 21 | 0.0032 |
| sky130_fd_sc_hd__o21ai_0 | 17 | 0.0020 |
| sky130_fd_sc_hd__o221ai_1 | 14 | 0.0030 |
| sky130_fd_sc_hd__buf_6 | 13 | 0.0035 |
| sky130_fd_sc_hd__a31oi_1 | 12 | 0.0018 |
| sky130_fd_sc_hd__a22o_1 | 10 | 0.0021 |
| sky130_fd_sc_hd__inv_1 | 9 | 0.00081 |
| sky130_fd_sc_hd__xnor2_1 | 9 | 0.0019 |
| sky130_fd_sc_hd__dfxtp_1 | 8 | 0.0039 |
| sky130_fd_sc_hd__ha_1 | 7 | 0.0021 |
| sky130_fd_sc_hd__nand3b_1 | 7 | 0.0013 |
| sky130_fd_sc_hd__a221oi_1 | 6 | 0.0013 |
| sky130_fd_sc_hd__nor3_1 | 6 | 0.00072 |
| sky130_fd_sc_hd__xor2_1 | 6 | 0.0013 |
| sky130_fd_sc_hd__and2_1 | 5 | 0.00075 |
| sky130_fd_sc_hd__o32a_1 | 5 | 0.0012 |
| sky130_fd_sc_hd__o41ai_1 | 5 | 0.0011 |
placed cells by master, fill, tap and decap left out, types with 23 or more instances in the layout:
cell type and n:
sky130_fd_sc_hd__a22oi_1 36, sky130_fd_sc_hd__buf_4 61, sky130_fd_sc_hd__clkdlybuf4s50_1 23, sky130_fd_sc_hd__nand3_1 26, sky130_fd_sc_hd__mux4_2 189, sky130_fd_sc_hd__nor2_1 159
sky130_fd_sc_hd__nand2_1 71, sky130_fd_sc_hd__a211oi_1 25, sky130_fd_sc_hd__a21oi_1 27, sky130_fd_sc_hd__mux2_2 33, sky130_fd_sc_hd__clkbuf_16 96, sky130_fd_sc_hd__edfxtp_1 1024
sky130_fd_sc_hd__mux2i_1 133
routing by layer:
| metal | wire, um | part of all wire | vias to the layer above | GRT usage |
|---|---|---|---|---|
| met5 | 0 | 0 | - | 0.001715 |
| met4 | 2589 | 0.026 | 0 | 0.03191 |
| met3 | 13770 | 0.14 | 141 | 0.09932 |
| met2 | 48050 | 0.48 | 1058 | 0.2381 |
| met1 | 35070 | 0.35 | 10399 | 0.1816 |
| li1 | - | - | 8776 | - |
worst max-delay path: stages:
cell and delay, ns:
sky130_fd_sc_hd__clkdlybuf4s50_1 0.54, sky130_fd_sc_hd__and3_1 0.23, sky130_fd_sc_hd__buf_4 0.26, sky130_fd_sc_hd__mux2_2 0.42, sky130_fd_sc_hd__clkdlybuf4s50_1 0.44
path summary, 6_finish.rpt:
path / endpoint / cells after the start / from / slack [ns]
min in group asynchronous: Fifo_Sync_inst.rPtr[5] / 2 / rst_n / 5.69
setup / recovery: rd_data[6] / 5 / rd_en / 16.09
max in group asynchronous: Fifo_Sync_inst.rPtr[2] / 2 / rst_n / 24.01
hold / removal: Fifo_Sync_inst.rPtr[4] / 1 / Fifo_Sync_inst.rPtr[4] / 0.47
hold reg to reg: Fifo_Sync_inst.rPtr[4] / 1 / Fifo_Sync_inst.rPtr[4] / 0.47
setup reg to reg: Fifo_Sync_inst.Ram_inst.rd_data_reg[7] / 6 / Fifo_Sync_inst.rPtr[0] / 25.97
per-stage QoR:
stage               hold WS, ns  utilization  total power, uW  cell area (um^2)  instances
CTS                      0.4719       0.3415             3992             46900       4043
global placement         0.4558       0.3189             2780             43800       3866
finish                   0.4691       0.3415             3954             46900       4043
global route             0.5074       0.3415             4115             46900       4043
floorplan                0.5030            -             2409             41520       2104
detailed placement       0.4607       0.3189             2793             43800       3866
cells by family (layout without fill, tap and decap cells):
family,count (synthesis),after routing,synth area share
flops,1054,1054,0.7577
mux,357,357,0.1448
simple gates,324,324,0.03475
compound gates,218,218,0.03905
buf+inv,129,274,0.01844
xor+xnor,15,15,0.003164
fa+ha+maj,7,7,0.002109
power breakdown:
| part | leakage (uW) | switching [uW] | internal, uW |
|---|---|---|---|
| clock network | 0.00150 | 539 | 662 |
| registers | 0.00954 | 56.0 | 1660 |
| logic | 0.00344 | 623 | 412 |
| total | 0.0145 | 1220 | 2740 |
Power and IR drop assume default switching activity.
