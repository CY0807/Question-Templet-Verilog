==> /design/flow/design.v <==
module both_clocking 
#( 
  parameter WIDTH = 32
)
(
  input wire clk,
  input wire rst_n,
  input  wire master_valid,
  input  wire [WIDTH-1:0] master_data,
  output wire master_ready,
  output wire slave_valid,
  output wire [WIDTH-1:0] slave_data,
  input  wire slave_ready
);
reg [WIDTH-1:0] data0_reg, data1_reg;
reg [1:0] valid_reg;
wire shake_master = master_valid & master_ready;
wire shake_slave = slave_valid & slave_ready;
assign master_ready = ~valid_reg[0];
assign slave_valid = valid_reg[1];
assign slave_data = data1_reg;
always@(posedge clk or negedge rst_n) begin
  if(!rst_n) begin
    valid_reg <= 2'b00;
    data0_reg <= 0;
    data1_reg <= 0;
  end
  else if(shake_master & shake_slave) begin
    data1_reg <= master_data;
  end
  else if(shake_master) begin
    if(valid_reg == 2'b00) begin
      data1_reg <= master_data;
      valid_reg = 2'b10;
    end
    else if(valid_reg == 2'b10) begin
      data0_reg <= master_data;
      valid_reg = 2'b11;
    end
  end
  else if(shake_slave) begin
    if(valid_reg == 2'b11) begin
      data1_reg <= data0_reg;
      valid_reg = 2'b10;
    end
    else if(valid_reg == 2'b10) begin
      valid_reg = 2'b00;
    end
  end
end
endmodule
==> /design/flow/run.sh <==
#!/bin/bash
# OpenROAD 26Q1-2900-gdf79404cd8, Yosys 0.63+post, stock flow scripts
make -C /OpenROAD-flow-scripts/flow DESIGN_CONFIG=/design/flow/config.mk WORK_HOME=/design/flow/orfs finish
==> /design/flow/config.mk <==
export PLATFORM = sky130hd
export DESIGN_NAME = both_clocking
export DESIGN_NICKNAME = both_clocking
export VERILOG_FILES = /design/flow/design.v
export SDC_FILE = /design/flow/constraint.sdc
export NUM_CORES = 4
export LEC_CHECK = 1
export CORE_UTILIZATION = 40
==> /design/flow/constraint.sdc <==
current_design both_clocking

set clk_period 7.1
set clk_io_pct 0.2

create_clock -name clk0 -period $clk_period [get_ports {clk}]

set non_clock_inputs [all_inputs -no_clocks]
set_input_delay [expr $clk_period * $clk_io_pct] -clock clk0 $non_clock_inputs
set_output_delay [expr $clk_period * $clk_io_pct] -clock clk0 [all_outputs]
==> results.ini <==
[route]
drt_iter0_drc=45
wl_per_cell_um=14.6
n_antenna_cell=0
via_per_inst=4.81
totalWireLength_um=5230
firstDrtPassIters=3
vias=1726
antenna_left=0
drc=0

[final_timing]
slew_headroom_pct=36.8
timing.setup.tns_ns=0
worst_slew_pin_slew_ns=0.948
min_period_over_period_pct=58.1
setup_viol_count_final=0
timing.fmax_ghz=0.242
hold_violations=0
min_period_ns=4.13
fin_skew_ns=0.00839
drv_slew=0
finalWorstSetupSlack_ns=2.97
rsz0062_at_grt=false

[worst_setup_path]
reg2reg_from=valid_reg[0]$_DFFE_PN0P_
worstSetupEndpointType=flop
cpLargestDelayFamily=buffers and inverters
cp_slowest_cell=a221oi_4
required_ns=7.31
cp_max_fo=33
crit_buf_inv=3
crit_type=primary input to flop
startpoint=master_valid
crit_chain=clkdlybuf4s50_1 > nand2b_4 > inv_2 > ha_1 > a221oi_4 > buf_4 > mux2_2
start_kind=primary input
slowest_delay_ns=0.85
cp.arrival_ns=4.34

[synth]
numSynthFlops=66
ys_area_um2=2940
yosys_cells=185
netlist.area_leader.share_pct=56.2
syn_area_um2=2940
synth_cell_types=17
top_area_cell=dfrtp_1
synth_warnings=1
synthCells=185
yosysSeqAreaShare_pct=56.2
avgSynthCellArea_um2=15.9
synthTopCellsByArea=dfrtp_1 (56%), mux2_2 (34%), mux2_4 (3.6%)

[layout]
fillers=574
stdcell_count=359
area_growth_pct=32.3
drive_above_1_share_pct=44.5

[global_route]
grt_pass1_vias=1799
grt_max_degree=36
antenna_found_initial=0
grt_pass1_wl_um=8740
overflow=0
use_met3_pct=2.77
top_usage_layer=met1
met1_usage_pct=24.8
grt_usage_pct=15.2
use_met2_pct=22.6

[power_and_ir_drop]
p_leak_nw=1.63
vdd_drop_max_mv=0.153
powerDensity_nw_per_um2=411

[cts]
ctsRootBufferMaster=clkbuf_8
clock_sinks=66
cts.clk_slew.worst_paths_ns=0.06
ctsLongestPathBuffers=2
ctsHoldBuffers=0
cts_setup_buffers=0
post_cts_resized=0
clkLatencyLatePin_ns=0.33
htreeDepth=3
cts_tree=built
cts_buffers=9

[floorplanning]
die_y_um=87.7
initCoreUtil_pct=42.3
placementRows=30
fp.dieW_um=87.7
core_um2=6940
io_pins=70
chipArea_um2=7690

[min_path]
hp-start=data0_reg[15]$_DFFE_PN0P_
hp-class=flop to flop

[placement]
place_ws_ns=2.61
port_buffers=69
dpl.cell_count=344
gp_congestion=0.749
dp_hpwl_um=3440

[run]
warning_count=26
cap_violations=0

[outcome]
status=finished clean

[cells in the final DEF, fill, tap and decap left out]
cell type | Yosys | routed
mux2_1 | 1 | 1
o21ai_0 | 1 | 1
bufinv_16 | 0 | 1
a31o_2 | 1 | 1
clkbuf_8 | 0 | 10
mux2_2 | 88 | 88
inv_1 | 1 | 1
clkdlybuf4s50_1 | 0 | 68
mux2_4 | 7 | 7
a21boi_0 | 1 | 1
clkinv_2 | 0 | 2
a221oi_4 | 1 | 1
inv_2 | 1 | 1
ha_1 | 2 | 2
nand2_1 | 3 | 3
buf_4 | 0 | 3
nand2_2 | 1 | 1
nand3_1 | 1 | 1
dfrtp_1 | 66 | 66
clkbuf_1 | 0 | 2
buf_2 | 6 | 1
nand2b_4 | 1 | 1
[final timing paths]
kind / to / slack [ns] / depth (start not counted)
hold / removal: data0_reg[15]$_DFFE_PN0P_ / 0.50 / 1
setup reg to reg: data1_reg[15]$_DFFE_PN0P_ / 4.07 / 6
min in group asynchronous: valid_reg[1]$_DFFE_PN0P_ / 1.15 / 1
setup / recovery: data1_reg[15]$_DFFE_PN0P_ / 2.97 / 7
hold reg to reg: data0_reg[15]$_DFFE_PN0P_ / 0.50 / 1
max in group asynchronous: data0_reg[15]$_DFFE_PN0P_ / 5.01 / 2
[worst reg2reg max path, cell delays in order (launching register included)]
cell and delay (ns):
dfrtp_1 0.41, nand2b_4 0.18, inv_2 0.30, ha_1 0.38, a221oi_4 0.85, buf_4 0.43
mux2_2 0.38
[cells in the mapped netlist (all sizes together)]
cell type,number
a21boi,1
a221oi,1
a31o,1
buf,9
dfrtp,66
ha,2
inv,2
mux2,96
nand2,4
nand2b,1
nand3,1
o21ai,1
[per-layer routing]
metal | vias up | wire length (µm)
li1 | 811 | -
met1 | 867 | 2520
met2 | 39 | 2410
met3 | 9 | 233
met4 | 0 | 75
met5 | - | 0
[area by class of cell]
type / count / area [µm²] / area share [%]
clock buffer: 12 / 145 / 3.73
clock inverter: 3 / 40.0 / 1.03
inverter: 2 / 7.51 / 0.193
multi-input combinational: 108 / 1220 / 31.3
sequential: 66 / 1650 / 42.5
tap: 96 / 120 / 3.09
timing repair buffer: 72 / 708 / 18.2
[report_power, final]
group          switching (mW)  internal, mW  total (mW)
Sequential             0.0977         0.570       0.668
Combinational           0.167         0.467       0.634
Clock                   0.129         0.169       0.298
[logic make-up after synthesis]
family,Yosys count,share of synthesized area (%)
adder cells (fa/ha/maj),2,0.851
AND/OR/NAND/NOR,6,1.23
multiplexers,96,37.7
buffers and inverters,11,2.43
AND-OR/OR-AND,4,1.62
flip-flops,66,56.2
[metrics by stage]
step / power, mW / cell area (µm²) / hold WS [ns] / utilization (%)
2_1_floorplan: 1.04 / 2940 / 0.433 / -
3_3_place_gp: 1.31 / 3700 / 0.483 / 53.3
3_5_place_dp: 1.32 / 3700 / 0.491 / 53.3
4_1_cts: 1.63 / 3890 / 0.507 / 56.0
5_1_grt: 1.71 / 3890 / 0.513 / 56.0
6_report: 1.60 / 3890 / 0.502 / 56.0
Power figures rest on the tool's default switching activity, not on a simulated workload.
